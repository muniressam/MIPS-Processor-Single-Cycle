[design/flow/config.mk]
export PLATFORM = sky130hd
export DESIGN_NAME = MIPS
export DESIGN_NICKNAME = MIPS
export VERILOG_FILES = /design/flow/design.v
export SDC_FILE = /design/flow/constraint.sdc
export NUM_CORES = 4
export LEC_CHECK = 1
export CORE_UTILIZATION = 30
[design/flow/constraint.sdc]
current_design MIPS

set clk_period 30.4
set clk_io_pct 0.2

create_clock -name clk0 -period $clk_period [get_ports {clk}]

set non_clock_inputs [all_inputs -no_clocks]
set_input_delay [expr $clk_period * $clk_io_pct] -clock clk0 $non_clock_inputs
set_output_delay [expr $clk_period * $clk_io_pct] -clock clk0 [all_outputs]
[design/flow/design.v]
module MIPS #(parameter width = 32) (
    input wire clk,
    input wire rst_n,
    input wire [width-1 : 0] Instr,
    input wire [width-1 : 0] ReadData,
    output wire [width-1 : 0] ALUOut,
    output wire [width-1 : 0] WriteData,
    output wire [width-1 : 0] PC,
    output wire               MemWrite
);
wire MemtoReg;
wire PCSrc;
wire [2:0] ALUControl;
wire ALUSrc;
wire RegDst;
wire RegWrite;
wire Jump;
wire zero;
Control_Unit inst_Control_Unit (
    .Jump      (Jump),
    .RegDst    (RegDst),
    .ALUControl(ALUControl),
    .MemWrite  (MemWrite),
    .Funct     (Instr[5:0]),
    .PCSrc     (PCSrc),
    .ALUSrc    (ALUSrc),
    .MemtoReg  (MemtoReg),
    .RegWrite  (RegWrite),
    .zero      (zero),
    .Opcode    (Instr[31:26])
);
Datapath inst_Datapath (
    .Jump      (Jump),
    .RegDst    (RegDst),
    .ALUControl(ALUControl),
    .zero      (zero),
    .Instr     (Instr),
    .PCSrc     (PCSrc),
    .rst_n     (rst_n),
    .clk       (clk),
    .MemtoReg  (MemtoReg),
    .ALUSrc    (ALUSrc),
    .ReadData  (ReadData),
    .RegWrite  (RegWrite),
    .ALUResult (ALUOut),
    .WriteData (WriteData),
    .PC        (PC)
);
endmodule
module ALU #(parameter width = 32)(
    input wire [width-1 : 0] SrcA,
    input wire [width-1 : 0] SrcB,
    input wire [2:0]         ALUControl,
    output wire              zero,
    output reg [width-1 : 0] ALUResult
);
localparam  add = 3'b010,
            sub = 3'b110,
            and_= 3'b000,
            or_ = 3'b001,
            slt = 3'b111;
always @(*) begin
    case (ALUControl)
        add : ALUResult = SrcA + SrcB;
        sub : ALUResult = SrcA - SrcB;
        and_: ALUResult = SrcA & SrcB;
        or_ : ALUResult = SrcA | SrcB;
        slt : ALUResult = (SrcA < SrcB) ? 32'b1 : 32'b0 ; 
        default: ALUResult = 32'b0;
    endcase
end
assign zero = (ALUResult == 32'b0) ? 1'b1 : 1'b0;
endmodule
module ALU_Decoder (
    input wire [5:0] Funct,
    input wire [1:0] ALUOP,
    output reg [2:0] ALUControl
);
localparam  add = 6'b100000,
            sub = 6'b100010,
            and_= 6'b100100,
            or_ = 6'b100101,
            slt = 6'b101010;
always @(*) begin
    if(ALUOP == 2'b00) begin
        ALUControl = 3'b010;
    end
    else if (ALUOP[0] == 1'b1 ) begin
        ALUControl = 3'b110;
    end
    else begin
        case (Funct)
            add : ALUControl = 3'b010;
            sub : ALUControl = 3'b110;
            and_: ALUControl = 3'b000;
            or_ : ALUControl = 3'b001;
            slt : ALUControl = 3'b111;
            default: ALUControl = 3'b000;
        endcase
    end
end
endmodule
 module Control_Unit (
    input wire [5:0] Opcode,
    input wire [5:0] Funct,
    input wire       zero,
    output wire       Jump,
    output wire       MemWrite,
    output wire       RegWrite,
    output wire       RegDst,
    output wire       ALUSrc,
    output wire       MemtoReg,
    output wire       PCSrc,
    output wire [2:0] ALUControl
 );
wire Branch;
wire [1:0] ALUOP;
Main_Decoder inst_Main_Decoder (
    .Opcode  (Opcode),
    .MemtoReg(MemtoReg),
    .MemWrite(MemWrite),
    .Branch(Branch),
    .ALUSrc(ALUSrc),
    .RegDst(RegDst),
    .RegWrite(RegWrite),
    .Jump(Jump),
    .ALUOP(ALUOP)
);
ALU_Decoder inst_ALU_Decoder (
    .Funct(Funct),
    .ALUOP(ALUOP),
    .ALUControl(ALUControl)
);
assign PCSrc = Branch & zero;
 endmodule
module Datapath #(parameter width = 32) (
    input  wire                 clk,
    input  wire                 rst_n,
    input  wire [width-1 : 0]   ReadData,
    input  wire [width-1 : 0]   Instr,
    input  wire [2:0]           ALUControl,
    input  wire                 PCSrc,
    input  wire                 MemtoReg,
    input  wire                 ALUSrc,
    input  wire                 RegDst,
    input  wire                 RegWrite,
    input  wire                 Jump,
    output wire                 zero,
    output wire [width-1 : 0]   ALUResult,
    output wire [width-1 : 0]   WriteData,
    output wire [width-1 : 0]   PC
);
wire [width-1 : 0] PCPlus4;
wire [4:0]         WriteReg;
wire [width-1 : 0] Result;
wire [width-1 : 0] RD1;
wire [width-1 : 0] SignImm;
wire [width-1 : 0] PCBranch;
wire [width-1 : 0] SrcB;
PC_MUX_flip inst_PC_MUX_flip(
    .clk     (clk),
    .rst_n   (rst_n),
    .Jump    (Jump),
    .PCSrc   (PCSrc),
    .PCBranch(PCBranch),
    .PCPlus4 (PCPlus4),
    .Instr   (Instr),
    .PC      (PC)
);
PCPlus4 inst_PCPlus4 (
    .PC (PC),
    .PCPlus4(PCPlus4)
);
MUX inst_MUX_Result(
    .SEL(MemtoReg),
    .IN1(ALUResult),
    .IN2(ReadData),
    .OUT(Result)
);
Register_File inst_Register_File(
    .clk  (clk),
    .rst_n(rst_n),
    .WE3  (RegWrite),
    .A1   (Instr[25:21]),
    .A2   (Instr[20:16]),
    .A3   (WriteReg),
    .WD3  (Result),
    .RD1  (RD1), 
    .RD2  (WriteData)
);
Sign_Extend inst_Sign_Extend (
    .Instr  (Instr),
    .SignImm(SignImm)
);
MUX_Regdst inst_MUX_WriteReg (
    .Instr   (Instr),
    .RegDst  (RegDst),
    .WriteReg(WriteReg)
);
PCBranch inst_PCBranch (
    .SignImm (SignImm),
    .PCPlus4 (PCPlus4),
    .PCBranch(PCBranch)
);
MUX inst_MUX_ALU (
    .SEL(ALUSrc),
    .IN1(WriteData),
    .IN2(SignImm),
    .OUT(SrcB)
);
ALU inst_ALU (
    .ALUControl(ALUControl),
    .SrcB      (SrcB),
    .zero      (zero),
    .SrcA      (RD1),
    .ALUResult (ALUResult)
);
endmodule
module MUX #(parameter width = 32) (
    input wire SEL,
    input wire [width-1 : 0] IN1,
    input wire [width-1 : 0] IN2,
    output wire [width-1 : 0] OUT
);
assign OUT = (SEL == 1'b0) ? IN1 : IN2;
endmodule
module MUX_Regdst #(parameter width = 32) (
    input wire [width-1 : 0] Instr,
    input wire RegDst,
    output wire [4:0] WriteReg
);
assign WriteReg = (RegDst == 1'b0) ? Instr[20:16] : Instr[15:11];
endmodule
module Main_Decoder (
    input wire [5:0] Opcode,
    output reg       MemtoReg,
    output reg       MemWrite,
    output reg       Branch,
    output reg       ALUSrc,
    output reg       RegDst,
    output reg       RegWrite,
    output reg       Jump,
    output reg [1:0] ALUOP
);
localparam  R_type = 6'b000000,
            LW     = 6'b100011,
            SW     = 6'b101011,
            beq    = 6'b000100,
            addi   = 6'b001000,
            J      = 6'b000010;
always @(*) begin
    MemtoReg = 0 ;
    MemWrite = 0 ;
    Branch = 0 ;
    ALUSrc = 0 ;
    RegDst = 0 ;
    RegWrite = 0 ;
    Jump = 0 ;
    ALUOP = 2'b00 ;
    case(Opcode) 
        R_type : begin
            RegWrite = 1;
            RegDst   = 1;
            ALUOP    = 2'b10;
        end
        LW : begin
            RegWrite = 1;
            ALUSrc = 1;
            MemtoReg = 1;
        end
        SW  :begin
            ALUSrc = 1;
            MemWrite = 1;
        end
        beq  :begin
            Branch = 1;
            ALUOP = 2'b01;
        end
        addi : begin
            RegWrite = 1;
            ALUSrc = 1;
        end
        J : begin
            Jump = 1;
        end
    endcase
end
endmodule
module PCBranch #(parameter width = 32)(
    input wire [width-1 : 0] SignImm,
    input wire [width-1 : 0] PCPlus4,
    output wire [width-1 : 0] PCBranch
);
assign PCBranch = (SignImm << 2) + PCPlus4;
endmodule
module PCPlus4 #(parameter width = 32) (
    input wire [width-1 : 0 ] PC,
    output wire [width-1 : 0] PCPlus4
);
assign PCPlus4 = PC + 32'd4 ;
endmodule
module PC_MUX_flip #(parameter width = 32) (
    input  wire                 clk,
    input  wire                 rst_n,
    input  wire                 Jump,
    input  wire                 PCSrc,
    input  wire [width-1 : 0]   PCBranch,
    input  wire [width-1 : 0]   PCPlus4,
    input  wire [width-1 : 0]   Instr,
    output reg  [width-1 : 0]   PC
);
wire [width-1 : 0] PC_reg;
assign PC_reg = (PCSrc == 1'b1) ? PCBranch : PCPlus4;
always @(posedge clk or negedge rst_n) begin
    if (!rst_n) begin
        PC <= {width{1'b0}};
    end else if (Jump == 1'b1) begin
        PC <= {PCPlus4[31:28], Instr[25:0], 2'b00};
    end else begin
        PC <= PC_reg;
    end
end
endmodule
module Register_File #(parameter width = 32) (
    input wire               clk,
    input wire               rst_n,
    input wire               WE3,
    input wire [4:0]         A1,
    input wire [4:0]         A2,
    input wire [4:0]         A3,
    input wire [width-1 : 0] WD3,
    output reg [width-1 : 0] RD1,
    output reg [width-1 : 0] RD2
);
reg [width-1 : 0 ] REG_MEM [0 : width-1] ;
integer i;
always @(posedge clk or negedge rst_n) begin
    if(!rst_n) begin
         for (i = 0; i <width ; i=i+1 ) begin
                REG_MEM [i] <= 32'b0;
            end
    end
    else begin
        if(WE3) begin
            REG_MEM[A3] = WD3;
        end
    end
end 
always @(*) begin
    RD1 = REG_MEM[A1];
    RD2 = REG_MEM[A2];
end   
endmodule
module Sign_Extend #(parameter width = 32)(
    input wire [width-1 : 0 ] Instr,
    output wire [width-1 : 0 ] SignImm
); 
assign SignImm = {{16{Instr[width/2-1]}}, Instr[width/2-1:0]};
endmodule
[design/flow/run.sh]
#!/bin/bash
# OpenROAD 26Q1-2900-gdf79404cd8, Yosys 0.63+post, stock flow scripts
make -C /OpenROAD-flow-scripts/flow DESIGN_CONFIG=/design/flow/config.mk WORK_HOME=/design/flow/orfs finish
==> design notes <==
The run finished with clean final reports. In this run the tightest slew margin relative to its limit is 12.38%. The max capacitance violation total is 0. The number of hold buffers added after CTS came out at 0. The buffer_ports step reported a buffer count of 160. The total area inside the core boundary comes to 190600 sq um.

The tree is rooted in a clkbuf_16. With the global route total overflow at 0, the proportion of synthesized flip-flops having asynchronous set or reset is 100.0%. The capture instance of the worst register-to-register path was inst_Datapath.inst_PC_MUX_flip.PC[6]. The logs give 160 for the standard-cell row count and 441900 um for the first-pass GRT wire length. The summed instance area of the synthesized netlist was 57690 sq um; the overall die height was 440.5 um. Per the detailed-route log, wirelength across all metal layers totals 318600 um. The actual transition at the worst max-transition pin came out at 1.302 ns.

Flip-flop and latch count after synthesis: 1054. Timing analysis after detailed placement gives a worst setup slack of 10.14 ns. The data arrival time reported for the critical path is 14.49 ns. The half-perimeter wire length of the detailed placement result is 197300 um. The number of different library cells used by synthesis comes to 89. After Yosys synthesis, XOR and XNOR cells account for 0.8654% of the synthesized area.

The register with the most flip-flops in the layout has 1024 of them. Among the non-sequential cells, AND-OR/OR-AND gates take the most area. The level count of the clock H-tree is 3, and the compound-cell area share of the yosys netlist is 29.26%. The element type at the critical path start is a primary input. Total global-route track usage over all layers is 33.43%.

The worst-case IR drop observed on VDD is 0.05624 mV. With the maximum number of pins on one net before global-route repair at 132, the sequential element share of the synthesized area is 45.72%. Looking at the cell usage after synthesis, the top flip-flop cell is dfrtp_1. The synthesized area per cell was 8.864 sq um; the post-CTS resize count was 0. The synthesized netlist was found by Yosys to have 6508 cells. The number of cells traversed by the worst hold path works out to 2.

The synthesis report lists the most area-consuming cells as dfrtp_1, o21ai_0, nand2_1, a221oi_1, a22o_1. Looking at the hold checks, the worst path lands on inst_Datapath.inst_Register_File.REG_MEM[30][0]. STA classifies the critical path endpoint as an output pin. The placed instances occupy a cell area of 63080 sq um.

The run gives 2.873 mW as the internal cell power. In this run the worst hold path is classified as register to register. The share of cell area taken by muxes after synthesis is 2.121%, and the gate count of the mapped netlist is 6508. Net switching is 35.95% of the power. Number of iterations in the first detailed-routing pass: 8. Clock tree synthesis inserted a total of 112 buffers.

The initial core utilization came out at 30.27%. Warnings reported by Yosys during synthesis add up to 6. In this run the tools logged warnings totalling 94. The synthesized design contains 0 enable-type register cells. The post-layout minimum cycle time is 20.57 ns. The clock arrives with 0.04575 ns of skew. The run gives 14.27% for the post-synthesis share of cell area spent on and, or, nand and nor gates. The number of sinks on the clock net is 1054, and the total count of max-transition violations in the final report is 0.

STA reports a reg2reg setup slack of 22.43 ns. Measured along the x axis, the die boundary spans 440.5 um. For this design the ratio of total power to cell area is 66.87 nW/um^2. Of the total power, combinational logic draws 26.1%. The final core utilization is 35.19%. Endpoints with negative setup slack in the final report add up to 0. The number of cells on the worst reg-to-reg path is 18. The number of setup buffers added after CTS is 0. With the non-filler instance count after layout at 9076, the top cell type's share of synthesized area is 45.72%. The leakage power figure came out at 28.37 nW.

The logs give 57690 sq um for the synthesized chip area reported by yosys and 67070 sq um for the final non-filler cell area. The biggest area consumer among synthesized cells was dfrtp_1. The detail route stage leaves a number of antenna-violating nets equal to 0. The clock transition at the register clock pins on the worst setup and hold paths after CTS is 0.06 ns, and the clock insertion delay at the later pin of the skew report is 0.78 ns.

Of the total synthesized cell area, the portion taken by full adders, half adders and majority gates is 2.859%. The layout overhead on the synthesized area was 16.27%. The tools report the launching element of the worst setup path as Instr[17]. The total number of vias was 58444. The fraction of power consumed by the clock network came out at 33.1%. For reference, the top cells by count after synthesis are nand2_1, dfrtp_1, o21ai_0, clkbuf_1, a221oi_1. The startpoint identified for the worst register-to-register timing path is inst_Datapath.inst_Register_File.REG_MEM[7][9].

STA puts the critical path data required time at 24.32 ns. With the worst-path maximum fanout at 23, the share of cells above drive strength 1 is 9.595%. The final weighted congestion recorded by global placement is 1.037.

The violation tally recorded at the end of detailed-routing iteration 0 is 7474. CTS reports a maximum clock tree buffer depth of 3. The run gives 16 as the number of antenna violations at the first check in global routing.

The critical path is of the primary input to output pin type. Looking at hold timing, the worst path starts from inst_Datapath.inst_Register_File.REG_MEM[30][0]. Timing would allow up to 48.61 MHz.

After detailed routing, the average wire length per cell comes to 35.11 um. Per the OpenROAD floorplan log, the area of the die is 194000 sq um. With the mean number of vias per cell at 6.439, the setup total negative slack is 0 ns. For this design the top-level I/O count stands at 163.

The critical path in the final layout is reported with a setup slack of 9.828 ns. Setup repair after global routing left no endpoint under its margin. With the number of global-route vias before repair at 55543, the post-route DRC violation count is 0. TritonCTS built the clock tree. For reference, the final report shows the hold violation count at 0. Summed over all nets, the switching power comes to 1.612 mW.

The leading cell type by number of instances after synthesis was nand2_1. The power report attributes to the sequential group a share of 40.8%. Of the available clock period, the critical path in the final layout requires 67.67%. In this run, placement finished with an instance count of 8852.
-- power groups by stage --
| stage | Combinational [mW] | Clock (mW) | Sequential, mW |
|---|---|---|---|
| after CTS | 1.13 | 1.49 | 1.82 |
| after global routing | 1.26 | 1.54 | 1.85 |
| final | 1.17 | 1.49 | 1.83 |
-- per-stage QoR --
stage / total power [mW] / hold slack, ns
final: 4.485 / 0.5055
after global routing: 4.652 / 0.5261
after CTS: 4.440 / 0.5080
after detailed placement: 2.969 / 0.4931
after global placement: 2.966 / 0.4870
after floorplan: 2.415 / 0.4667
-- worst max-delay path, cell delays in order --
cell and delay [ns]:
clkdlybuf4s50_1 0.79, or3_1 0.63, nor2_4 0.53, buf_4 0.78
a22o_1 0.25, a221oi_1 0.05, nand4_1 0.16, o22a_1 0.44
mux2_2 0.26, ha_1 0.39, nor4_1 1.05, o21ai_0 0.37
nand3_1 0.31, a21oi_1 0.10, buf_4 0.20, o21a_1 0.22
a221oi_1 0.33, mux2i_1 0.12, o21ai_0 0.77, clkdlybuf4s50_1 0.61
-- how the worst max path moves through the flow --
stage	end	slack, ns	cells after the start
CTS	ALUOut[29]	10.13	20
global route	ALUOut[29]	9.89	21
finish	ALUOut[29]	9.83	20
-- logic make-up (layout without fill, tap and decap cells) --
| family | after synthesis | after routing |
|---|---|---|
| AOI/OAI and AO/OA | 2504 | 2504 |
| and+or+nand+nor | 1904 | 1904 |
| DFF | 1054 | 1054 |
| buffers and inverters | 739 | 775 |
| adders and majority gates | 130 | 130 |
| muxes | 119 | 119 |
| xor gates and xnor gates | 57 | 57 |
| other | 1 | 22 |
-- cell type report --
class	count	area, sq um
Timing Repair Buffer	411	3503
Antenna cell	20	50.05
Inverter	160	600.6
Multi-Input combinational cell	4716	29460
Fill cell	19029	123500
Clock buffer	160	3276
Tap cell	2511	3142
Sequential cell	1054	26380
Clock inverter	44	666.9
-- cells in the final DEF (no fill, tap or decap), types with 32 or more instances in the layout --
cell type	instances
nand2_1	1194
dfrtp_1	1054
o21ai_0	1032
a221oi_1	334
a22o_1	326
a22oi_1	289
buf_4	250
nor2_1	182
inv_1	160
clkdlybuf4s50_1	159
a21oi_1	151
ha_1	127
clkbuf_16	114
nand3_1	101
nand4_1	100
mux2i_1	72
nor2_4	54
o21a_1	49
nor3_1	47
xnor2_1	42
a221o_1	37
or4_1	32
o22a_1	32
a21o_1	32
a211oi_1	32
-- layer usage --
| layer | up-vias | part of all wire, % | GRT usage (%) |
|---|---|---|---|
| li1 | 23897 | - | - |
| met1 | 28220 | 36 | 40.45 |
| met2 | 4801 | 40 | 45.60 |
| met3 | 1489 | 17 | 21.68 |
| met4 | 37 | 7.2 | 16.41 |
| met5 | - | 0.35 | 3.251 |
Power and IR drop assume default switching activity.
