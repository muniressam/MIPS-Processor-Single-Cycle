==> config.mk <==
export PLATFORM = sky130hd
export DESIGN_NAME = Data_Memory
export DESIGN_NICKNAME = Data_Memory
export VERILOG_FILES = /design/flow/design.v
export SDC_FILE = /design/flow/constraint.sdc
export NUM_CORES = 4
export LEC_CHECK = 1
export CORE_UTILIZATION = 30
==> constraint.sdc <==
current_design Data_Memory

set clk_period 8.5
set clk_io_pct 0.2

create_clock -name clk0 -period $clk_period [get_ports {clk}]

set non_clock_inputs [all_inputs -no_clocks]
set_input_delay [expr $clk_period * $clk_io_pct] -clock clk0 $non_clock_inputs
set_output_delay [expr $clk_period * $clk_io_pct] -clock clk0 [all_outputs]
==> design.v <==
module Data_Memory #(parameter width = 32) (
    input wire clk,
    input wire rst_n,
    input wire WE,
    input wire [width-1 : 0] Address,
    input wire [width-1 : 0] WriteData,
    output wire [width-1 : 0] ReadData
);
reg [width-1 : 0] ROM [0: 255];
integer i;
always @(posedge clk or negedge rst_n) begin
    if (!rst_n) begin
        for(i=0 ; i<256 ; i= i+1 ) begin
           ROM[i] = {width{1'b0}}; 
        end
    end
    else if(WE) begin
        ROM[Address] <= WriteData;
    end
end
assign ReadData = ROM[Address];
endmodule
==> run.sh <==
#!/bin/bash
# OpenROAD 26Q1-2900-gdf79404cd8, Yosys 0.63+post, stock flow scripts
make -C /OpenROAD-flow-scripts/flow DESIGN_CONFIG=/design/flow/config.mk WORK_HOME=/design/flow/orfs finish
==> run summary <==
Main metrics from the flow reports.

The final reports fail on max-capacitance violations, max-slew violations, negative setup slack. In the final layout, the registers with the most flip-flops are ROM: 8192 flops. Per the summary, power density relative to cell area is 203 nW/um^2. The violation tally from detailed-route iteration zero is 23000. The number of primary I/O pins came out at 99.

The total vias in the final route is 256000. The synthesis-to-layout area growth came out at 16.5%. The average cell area after synthesis came out at 13.4 um^2. The capture point of the worst register-to-register path is recorded as ROM[86][29]. The type recorded for the worst min-delay path is input pin to async pin. The maximum number of pins on one net before global-route repair came out at approximately 140.

The final timing report lists a max-slew violation count of 2. The number of clock sinks seen by CTS came out at 8192. The fraction of the mapped netlist area in simple logic gates is 5.14%. The deepest clock path buffer count is 5. The maximum fanout count along the critical path is 22. The number of input and output port buffers inserted is 74.

The worst register-to-register path begins at ROM[86][29]. The register with the most flip-flops in the final layout is ROM. The final clock skew came out at 0 ns. The detail-routed via count per cell came out at roughly 6. The netlist area before placement came out at 360000 um^2. The met3 layer usage reported by global route is 18.9%. The overflow left after global routing is 0. The area fraction of the dominant cell type after synthesis is a little under three fifths. The CTS buffer count is 856. The placer congestion estimate is 1.05. STA classifies the critical path startpoint as an input pin. The post-synthesis cell type with the largest combined area is sky130_fd_sc_hd__dfrtp_1.

The vertical extent of the die is approximately 1100 um. The number of global-route vias before repair was 258000. The main area contributors are sky130_fd_sc_hd__dfrtp_1, sky130_fd_sc_hd__mux2_2, sky130_fd_sc_hd__a22oi_1, sky130_fd_sc_hd__clkbuf_1, sky130_fd_sc_hd__nand3_1.

The async set-reset flop share out of synthesis is 100%. The initial antenna violation count came out at 235. The summed negative setup slack over all endpoints is -0.485 ns.

The flow ran to the end, but the final reports show violations. The commonest register cell after synthesis is sky130_fd_sc_hd__dfrtp_1. The synthesized chip area reported by yosys came out at ~360000 um^2. The clock latency on the worst-skew pair came out at about 1.2 ns. The worst IR drop on VDD is 0.175 mV.

The actual slew at the worst max-slew pin came out at 1.58 ns. The OpenROAD report gives the critical path a data arrival time of 6.97 ns. The fraction of final layout cells sized beyond drive strength 1 came out at 43.1%. Global routing used 31.7% of the available met1 tracks. The number of core rows is 402. The number of hold-repair buffers added at the cts stage came out at 0. The gate-level netlist out of Yosys references 73 unique cell types. The part of the Yosys area used for sequential elements came out at 56.9%. The synthesized-area fraction occupied by ao, oa, aoi and oai cells is 8.89%. Setup repair after global routing left no endpoint under its margin. The detail route stage leaves a number of antenna-violating nets equal to 0. In this run the maximum-capacitance check reported violations numbering 1.

The yosys cell count is approximately 27000. The final period demand of the worst path is 8.67 ns. The cell depth of the worst flop-to-flop path is 1. The largest combinational cell category by area is multiplexers.

The post-route fraction of the period consumed by the critical path came out at 102%. The category of the worst setup path capture point is an output port. The mux contribution to synthesized area came out at 25.6%. The first-pass GRT wire length came out at 2220000 um. For this design the static power due to leakage is 200 nW.

The clock input transition at the sequential cells of the worst setup and hold paths is ~0.060 ns. Wires add up to 1640000 um. The number of synthesized flops with an enable pin is 0.

The adder-cell share of the synthesized area is 0%. The HPWL after detailed placement came out at 1120000 um. The area of the placeable core came out at 1200000 um^2.

The met2 layer usage reported by global route came out at 37.2%. The final worst setup slack came out at -0.167 ns. The routed design shows a wire length per standard cell of 37.6 um.

The total global routing track utilization came out at 27.8%. The worst pin sits at a relative slew slack of -6.03%. The highest clock rate came out at around 120 MHz. The final-report setup violation count came out at 7. Per the CTS log, the maximum H-tree level is 6.

The die boundary width is 1100 um. The most critical setup path has its startpoint at Address[4]. The number of flip-flops and latches in the synthesized netlist is 8192. The flip-flop count of the largest register, all copies and words added is between 8000 and 9000.

OpenROAD emitted warnings numbering ~240. The setup slack of the most critical reg-to-reg path came out at 7.56 ns. Yosys printed 2 warnings. The setup slack after placement came out at -0.707 ns. The synthesized instance count is 26800. The CTS root buffer is sky130_fd_sc_hd__clkbuf_16. The critical path endpoint has a required time of 6.80 ns. The number of optimization iterations in the first detailed-route pass came out at 7. The number of hold-slack violations in the final timing report is 0. The floorplan-stage core utilization came out at 30.1%. The number of design rule violations left after detail routing is 0. The clock tree from TritonCTS is yes. The layout filler cell count is 113000. The total die size is approximately 1200000 um^2. The xor/xnor cell area share of the yosys netlist came out at 0.00487%. The global routing stage identified its most utilized layer as met2. Looking at the setup timing report, the critical path kind is input pin to output port.
==> cell usage after synthesis, types with 15 or more instances <==
library cell	n
sky130_fd_sc_hd__dfrtp_1	8192
sky130_fd_sc_hd__mux2_2	8030
sky130_fd_sc_hd__a22oi_1	2287
sky130_fd_sc_hd__clkbuf_1	1523
sky130_fd_sc_hd__nand3_1	1038
sky130_fd_sc_hd__buf_2	710
sky130_fd_sc_hd__and3_1	641
sky130_fd_sc_hd__buf_1	628
sky130_fd_sc_hd__nand4_1	435
sky130_fd_sc_hd__nand2_1	381
sky130_fd_sc_hd__o22ai_1	353
sky130_fd_sc_hd__a22o_1	336
sky130_fd_sc_hd__a222oi_1	286
sky130_fd_sc_hd__nor2_1	244
sky130_fd_sc_hd__nor4_1	237
sky130_fd_sc_hd__a2111oi_0	205
sky130_fd_sc_hd__mux2_1	162
sky130_fd_sc_hd__a21oi_1	122
sky130_fd_sc_hd__a221oi_1	113
sky130_fd_sc_hd__a32oi_1	108
sky130_fd_sc_hd__or4_1	107
sky130_fd_sc_hd__o211ai_1	84
sky130_fd_sc_hd__o2111ai_1	55
sky130_fd_sc_hd__o21ai_0	51
sky130_fd_sc_hd__nor3_1	44
sky130_fd_sc_hd__o22a_1	42
sky130_fd_sc_hd__and4_1	38
sky130_fd_sc_hd__buf_4	36
sky130_fd_sc_hd__inv_1	35
sky130_fd_sc_hd__o221ai_1	29
sky130_fd_sc_hd__nor4b_1	26
sky130_fd_sc_hd__nor2_2	21
sky130_fd_sc_hd__a31oi_1	20
sky130_fd_sc_hd__and4b_1	18
sky130_fd_sc_hd__buf_6	15
==> layout make-up <==
type	count	area, um^2	area share (%)
Antenna cell	447	1120	0.267
Clock buffer	1294	25400	6.06
Clock inverter	248	2730	0.652
Inverter	35	131	0.0313
Multi-Input combinational cell	15600	146000	34.7
Sequential cell	8192	205000	48.9
Tap cell	16000	20000	4.76
Timing Repair Buffer	1905	19400	4.62
==> critical path, cell delays in order <==
cell and delay (ns):
sky130_fd_sc_hd__buf_6 0.28, sky130_fd_sc_hd__buf_12 0.23, sky130_fd_sc_hd__and4b_4 0.45, sky130_fd_sc_hd__buf_12 0.28, sky130_fd_sc_hd__buf_4 0.23, sky130_fd_sc_hd__and3_1 0.20
sky130_fd_sc_hd__a2111oi_0 0.99, sky130_fd_sc_hd__nand3_1 0.64, sky130_fd_sc_hd__nor4_2 0.47, sky130_fd_sc_hd__buf_4 0.24, sky130_fd_sc_hd__nand4_1 0.10, sky130_fd_sc_hd__a2111o_1 0.40
sky130_fd_sc_hd__buf_12 0.18, sky130_fd_sc_hd__clkdlybuf4s50_1 0.43
==> how the worst max path moves through the flow <==
stage	endpoint	slack (ns)	depth (start not counted)
after CTS	ReadData[26]	0.008	17
after global routing	ReadData[15]	0.004	18
final	ReadData[30]	-0.17	14
==> metrics by stage <==
| step | hold WS (ns) | total power, mW | area (um^2) | cells | utilization [%] |
|---|---|---|---|---|---|
| 5_1_grt | 0.462 | 87.3 | 419000 | 43600 | 35.0 |
| 3_3_place_gp | 0.465 | 47.2 | 389000 | 41700 | 32.5 |
| 4_1_cts | 0.401 | 85.2 | 418000 | 43200 | 34.9 |
| 6_report | 0.438 | 85.0 | 419000 | 43700 | 35.0 |
| 3_5_place_dp | 0.473 | 47.4 | 389000 | 41700 | 32.5 |
| 2_1_floorplan | 0.456 | 44.6 | 360000 | 26800 | - |
==> layer usage <==
metal / vias up / routed length, um
met3: 4285 / 261000
met2: 14500 / 671000
met4: 180 / 138000
met5: - / 5450
li1: 102000 / -
met1: 136000 / 570000
==> timing repair <==
item                                    4_1_cts  5_1_grt
pin swaps                                     2       18
endpoints found under the hold margin         0        0
buffers inserted                              0       36
endpoints found under the setup margin       28       15
cloned                                        0        3
resized                                      24       27
==> report_power, final <==
| group | internal [mW] | switching (mW) |
|---|---|---|
| registers | 40.8 | 0.884 |
| clock network | 21.8 | 16.3 |
| logic | 1.86 | 3.30 |
==> logic make-up (layout without fill, tap and decap cells) <==
logic type,Yosys count,count (layout)
AND-OR/OR-AND,4127,4127
XOR/XNOR,2,2
AND/OR/NAND/NOR,3317,3317
other,0,447
flip-flops,8192,8192
multiplexers,8197,8197
buffers and inverters,2947,3482
==> cells in the final DEF, fill, tap and decap left out, types with 33 or more instances in the layout <==
cell / count
sky130_fd_sc_hd__a221oi_1: 113
sky130_fd_sc_hd__a21oi_1: 121
sky130_fd_sc_hd__a22o_1: 336
sky130_fd_sc_hd__o211ai_1: 84
sky130_fd_sc_hd__nor2_2: 64
sky130_fd_sc_hd__a2111oi_0: 199
sky130_fd_sc_hd__nand2_2: 176
sky130_fd_sc_hd__nor2_4: 91
sky130_fd_sc_hd__nor4_1: 196
sky130_fd_sc_hd__diode_2: 447
sky130_fd_sc_hd__a222oi_1: 286
sky130_fd_sc_hd__a22oi_1: 2287
sky130_fd_sc_hd__nand3_2: 45
sky130_fd_sc_hd__dfrtp_1: 8192
sky130_fd_sc_hd__clkinv_2: 150
sky130_fd_sc_hd__nand2_1: 202
sky130_fd_sc_hd__clkbuf_1: 215
sky130_fd_sc_hd__o22a_1: 41
sky130_fd_sc_hd__buf_8: 33
sky130_fd_sc_hd__and3_1: 641
sky130_fd_sc_hd__buf_4: 1452
sky130_fd_sc_hd__o21ai_0: 51
sky130_fd_sc_hd__a32oi_1: 108
sky130_fd_sc_hd__nor2_1: 110
sky130_fd_sc_hd__clkbuf_16: 870
sky130_fd_sc_hd__mux2_1: 162
sky130_fd_sc_hd__nand4_1: 435
sky130_fd_sc_hd__o2111ai_1: 55
sky130_fd_sc_hd__or4_1: 101
sky130_fd_sc_hd__inv_1: 35
sky130_fd_sc_hd__nor3_1: 43
sky130_fd_sc_hd__clkbuf_8: 212
sky130_fd_sc_hd__buf_12: 368
sky130_fd_sc_hd__bufinv_16: 40
sky130_fd_sc_hd__nand3_1: 969
sky130_fd_sc_hd__and4_1: 34
sky130_fd_sc_hd__mux2_2: 8030
sky130_fd_sc_hd__o22ai_1: 353
No activity file was given, so power comes from the tool's default toggle rates.
